==> flow/design.v <==
 `timescale 1ns / 1ps
module calc_logic(
   input clk,
   input rst,
   input [4:0] keycode,
   input newkey,
   output [15:0] Xdisplay,
   output LED_NEG_digit,
   output LED_OVW
   );
   localparam[4:0] KEY_CE = 5'b01100,
                   KEY_CA = 5'b00100,
                   KEY_MULTI = 5'b01001,
                   KEY_SUB = 5'b01010,
                   KEY_ADD = 5'b01011,
                   KEY_SQR = 5'b00001,
                   KEY_CH_SIGN = 5'b00010,
                   KEY_EQUALS = 5'b00011;
   reg signed [17:0] X, nextX, Y, nextY, ANS;
   reg [1:0] OP, nextOP;
   wire ADD = (OP == KEY_ADD [1:0]);
   wire SUB = (OP == KEY_SUB [1:0]);
   wire MULTI = (OP == KEY_MULTI [1:0]);        
   wire OP_T2 = (newkey && (keycode[4:2] == 3'b010) );
   wire CA = (newkey && (keycode == KEY_CA) );             
   wire CE = (newkey && (keycode == KEY_CE) );
   wire digit = (newkey && (keycode[4] == 1'b1) );
   wire EQUALS = (newkey && (keycode == KEY_EQUALS) );
   wire SQR = (newkey && (keycode == KEY_SQR) );
   wire CH_SIGN = (newkey && (keycode == KEY_CH_SIGN) );
   wire [6:0] CONTROL = {CE, CA, OP_T2, digit, EQUALS, SQR, CH_SIGN};  
   wire signed [17:0] ANS_ADD, ANS_MULTI, ANS_SUB, ANS_SQR, ANS_CH_SIGN;
   assign ANS_ADD = X+Y;
   assign ANS_SUB = Y-X;
   assign ANS_MULTI = X*Y;
   assign ANS_SQR = X*X;
   assign ANS_CH_SIGN = X*-1;  
   assign LED_OVW = X[16]; 
   assign Xdisplay = X[15:0];
   assign LED_NEG_digit = X[17];  
   always @ (ADD, MULTI, SUB, ANS_ADD, ANS_MULTI, ANS_SUB, X)
       case({ADD, SUB, MULTI})
           3'b100: ANS = ANS_ADD;
           3'b010: ANS = ANS_SUB;
           3'b001: ANS = ANS_MULTI;
           default: ANS = X;
       endcase   
   always @ (CONTROL, X, keycode, ANS, ANS_SQR, ANS_CH_SIGN)
       casez(CONTROL)
           7'b1000000: nextX = 18'b0;
           7'b?1?????: nextX = 18'b0;
           7'b0010000: nextX = 18'b0;
           7'b0001000: nextX = {X[12:0], keycode[3:0]};  
           7'b0000100: nextX = ANS;
           7'b0000010: nextX = ANS_SQR;
           7'b0000001: nextX = ANS_CH_SIGN;
           default: nextX = X;
       endcase
   always @ (posedge clk or posedge rst)
   begin
       if(rst) X <= 18'b0;
       else X <= nextX;
   end
   always @ (OP_T2, CA, Y, X)
       case({OP_T2, CA})
           2'b00: nextY = Y;
           2'b10: nextY = X;
           default: nextY = 18'b0;
       endcase
   always @ (posedge clk or posedge rst)
     begin
         if(rst) Y <= 18'b0;
         else Y <= nextY;
     end
   always @ (OP_T2, CA, keycode, OP)
       case({OP_T2, CA})
           2'b00: nextOP = OP;
           2'b10: nextOP = keycode[1:0];
           default: nextOP = 2'b0;
       endcase
   always @ (posedge clk or posedge rst)
     begin
         if(rst) OP <= 2'b0;
         else OP <= nextOP;
     end
   endmodule
==> flow/run.sh <==
#!/bin/bash
# OpenROAD 26Q1-2900-gdf79404cd8, Yosys 0.63+post, stock flow scripts
make -C /OpenROAD-flow-scripts/flow DESIGN_CONFIG=/design/flow/config.mk WORK_HOME=/design/flow/orfs finish
==> flow/config.mk <==
export PLATFORM = sky130hd
export DESIGN_NAME = calc_logic
export DESIGN_NICKNAME = calc_logic
export VERILOG_FILES = /design/flow/design.v
export SDC_FILE = /design/flow/constraint.sdc
export NUM_CORES = 4
export LEC_CHECK = 1
export CORE_UTILIZATION = 50
==> flow/constraint.sdc <==
current_design calc_logic

set clk_period 8.8
set clk_io_pct 0.2

create_clock -name clk0 -period $clk_period [get_ports {clk}]

set non_clock_inputs [all_inputs -no_clocks]
set_input_delay [expr $clk_period * $clk_io_pct] -clock clk0 $non_clock_inputs
set_output_delay [expr $clk_period * $clk_io_pct] -clock clk0 [all_outputs]
==> metrics.yaml <==
worst_setup_path:
  critPathLaunchType: "register"
  cp-startpoint: "X[2]$_DFFE_PP0P_"
  crit_arrival_ns: 6.44
  crit_required_ns: 8.97
  endpoint: "X[17]$_DFFE_PP0P_"
  critical_path_class: "register to register"
  cp-end-kind: "register"
  r2r_end: "X[17]$_DFFE_PP0P_"
  crit_fanout: 23
  r2r-start: "X[2]$_DFFE_PP0P_"
  r2r_cells: 23
  rrSetupSlack_ns: 2.52
grt:
  grt_overflow: 0
  antenna_found_initial: 0
  grt_pass1_wl_mm: 54.1
  grt_max_degree: 39
  grt_use_total: 0.286
  grt_pass1_vias: 10056
die:
  io-pin-count: 26
  die_area_um2: 26100
  dieWidth_um: 162
  fp_util: 0.507
  core-area_um2: 25100
  die_h_um: 162
  rows: 58
synthesis:
  async_flop_share: 1.00
  ys_ff: 38
  syn_area_per_cell_um2: 8.68
  yosysUniqueCellTypes: 63
  synthCells: 1466
  edf_count: 0
  synthFlopType: "dfrtp_1"
  synth_area_um2: 12700
  yosys_cells: 1466
  yosys-stat-area_um2: 12700
  ys_warn_count: 1
  ys_seq_share: 0.0747
clock_network:
  cts.repair.resized: 0
  postCtsHoldBufs: 0
  tritoncts: "built"
  clk_pin_slew_ns: 0.06
  numCtsBuffers: 5
  clockRootBuffer: "clkbuf_16"
  cts.sinks: 38
  post_cts_buffers: 0
  clock_latency_ns: 0.29
  clockBufferDepth: 2
  htreeDepth: 2
min_path:
  worstHoldPathType: "register to register"
  hp-start: "OP[0]$_DFFE_PP0P_"
routing:
  post_drt_wl_per_cell_um: 18.1
  dr.pass1.iters: 5
  drt_wl_total_mm: 32.3
  drt_iter0_drc: 529
  ant_nets: 0
  viasPerCell: 5.32
  route.vias.total: 9475
  drc_errors: 0
timing:
  fin_setup_tns_ns: 0
  tightest_slew_ns: 0.885
  finalCritPeriodShare: 0.713
  period_needed_ns: 6.28
  relSlewSlack: 0.410
  drv_slew: 0
  max_freq_mhz: 159
  rsz0062_at_grt: "no"
  finClkSkew_ns: 0.00656
  setup_viol: 0
  hold_viol_final: 0
placed_design:
  numPortBuffers: 25
  gp_congestion: 0.939
  place_area_um2: 13300
  dp_hpwl_mm: 24.0
final_layout:
  lay_top_count: "inv_1"
  final_cell_mix: "inv_1 (294), fa_1 (200), ha_1 (158), and2_1 (142), nand2_1 (130)"
  syn_to_final_growth_pct: 5.55
  fin_area_um2: 13400
  drive_gt1_frac: 0.0297
flow_run:
  tool_warnings: 30
  maxCapViolCount: 0
power_and_ir_drop:
  seqPwrFrac: 0.225
  leakagePower_nw: 7.15
  p_sw_mw: 0.505
  clock_power_share: 0.174
  switching_share: 0.468
  peakVddDrop_mv: 0.0718
  p_int_mw: 0.572
  powerDensity_nw_per_um2: 80.1
  pwr-share-comb: 0.601
outcome:
  status: "complete, no violations"
==> metrics by stage <==
step	hold slack (ns)	instances	util	power, mW	worst slack, ns
floorplan	0.507	1466	-	0.703	2.82
global placement	0.570	1771	0.529	0.887	2.59
detailed placement	0.565	1771	0.529	0.886	2.55
CTS	0.580	1779	0.535	1.08	2.52
global route	0.599	1779	0.535	1.17	2.23
finish	0.584	1780	0.535	1.08	2.52
==> registers in the layout, summed over array words and instances, names as in the netlist <==
| name | flops |
|---|---|
| OP | 2 |
| Y | 18 |
| X | 18 |
==> synth_stat cells (4+ instances only) <==
cell type    n  area (µm²)
inv_1      294        1100
fa_1       200        4000
ha_1       158        1980
and2_1     142         888
nand2_1    130         488
xnor2_1     79         692
clkbuf_1    64         240
nor2_1      62         233
dfrtp_1     38         951
a21oi_1     31         155
o21ai_0     31         155
xor2_1      26         228
a22o_1      25         219
nor3_1      20         100
o21a_1      15         113
a211oi_1    13        97.6
a21o_1      11        82.6
nor2b_1      9        56.3
a222oi_1     8        80.1
or3_1        8        50.1
nand3_1      7        35.0
mux2i_1      6        60.1
buf_1        5        18.8
nand2b_1     5        31.3
o21bai_1     5        37.5
o22ai_1      5        31.3
a221o_1      4        40.0
o211ai_1     4        30.0
or2_2        4        25.0
==> final cells by class <==
cell class	instances	area [µm²]
Antenna cell	1	2.50
Clock buffer	6	139
Clock inverter	2	12.5
Fill cell	2380	11700
Inverter	294	1100
Multi-Input combinational cell	1062	10400
Sequential cell	38	951
Tap cell	330	413
Timing Repair Buffer	47	415
==> layer usage <==
layer	vias up	GRT usage	share of wire	wire, µm
li1	4563	-	-	-
met1	4593	0.424	0.43	13900
met2	276	0.447	0.47	15200
met3	43	0.0731	0.074	2390
met4	0	0.0583	0.024	780
met5	-	0	0	0
==> power by group through the flow <==
stage	sequential, mW	clock, mW	combinational (mW)
6_report	0.243	0.187	0.647
5_1_grt	0.247	0.196	0.723
4_1_cts	0.243	0.191	0.646
==> how the worst min path moves through the flow <==
stage	end	slack [ns]	cells past startpoint
CTS	OP[0]$_DFFE_PP0P_	0.58	1
finish	OP[0]$_DFFE_PP0P_	0.58	1
global route	Y[16]$_DFFE_PP0P_	0.60	1
==> worst max-delay path, stage by stage, from the launching register on <==
cell	delay (ns)
dfrtp_1	0.60
buf_4	0.43
and2_1	0.20
fa_1	0.40
inv_1	0.07
fa_1	0.40
inv_1	0.07
ha_1	0.14
inv_1	0.05
fa_1	0.47
inv_1	0.05
fa_1	0.52
inv_1	0.05
fa_1	0.48
inv_1	0.04
ha_1	0.20
or3_1	0.41
o21bai_1	0.21
a311o_1	0.36
a21o_1	0.19
a21oi_1	0.25
xnor2_1	0.16
o22ai_1	0.10
a221o_1	0.29
==> cell families after synthesis <==
group	share of synthesized area
and+or+nand+nor	0.164
buffers and inverters	0.109
adders and majority gates	0.470
AOI/OAI and AO/OA	0.102
xor gates and xnor gates	0.0758
DFF	0.0747
muxes	0.00472
Power and IR drop assume default switching activity.
